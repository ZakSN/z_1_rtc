==> ./design.v <==
module spi_slave #(
	parameter TXWIDTH = 8,
	parameter RXWIDTH = 8
)(
	input clk,
	input rst,
	input sclk,
	input mosi,
	output reg miso,
	input [TXWIDTH-1:0] tx_buffer,
	input wr,
	output reg tx_halt,
	output reg [RXWIDTH-1:0] rx_buffer,
	output reg rx_dv
);
reg [TXWIDTH-1:0] txb;
integer bits_in, bits_out;
reg s_sclk, ds_sclk;  
wire ppulse_s_sclk, npulse_s_sclk;  
always @(posedge clk) begin
	s_sclk <= sclk;
	ds_sclk <= s_sclk;
end
assign ppulse_s_sclk = s_sclk & (~ds_sclk);
assign npulse_s_sclk = (~s_sclk) & ds_sclk;
always @(posedge clk) begin
	if(rst) begin
		miso <= 0;
		rx_buffer <= 0;
		rx_dv <= 0;
		bits_in <= 0;
		bits_out <= 0;
	end else if (ppulse_s_sclk) begin
		rx_buffer <= {rx_buffer[RXWIDTH-2:0], mosi};
		bits_in <= bits_in + 1;
	end else if (npulse_s_sclk) begin
		if (bits_out != 0) begin
			miso <= txb[TXWIDTH-1];
			txb <= {txb[TXWIDTH-2:0], 1'b0};
			bits_out <= bits_out - 1;
			tx_halt <= 1;
		end
	end
	if (bits_in == RXWIDTH) begin
		rx_dv <= 1;
		bits_in <= 0;
	end else begin
		rx_dv <= 0;
	end
	if (bits_out == 0) begin
		tx_halt <= 0;
	end
	if (wr & ~tx_halt) begin
		txb <= tx_buffer;
		bits_out <= TXWIDTH;
		tx_halt <= 1;
	end
end
endmodule
==> ./run.sh <==
#!/bin/bash
# OpenROAD 26Q1-2900-gdf79404cd8, Yosys 0.63+post, stock flow scripts
make -C /OpenROAD-flow-scripts/flow DESIGN_CONFIG=/design/flow/config.mk WORK_HOME=/design/flow/orfs finish
==> ./config.mk <==
export PLATFORM = sky130hd
export DESIGN_NAME = spi_slave
export DESIGN_NICKNAME = spi_slave
export VERILOG_FILES = /design/flow/design.v
export SDC_FILE = /design/flow/constraint.sdc
export NUM_CORES = 4
export LEC_CHECK = 1
export CORE_UTILIZATION = 40
==> ./constraint.sdc <==
current_design spi_slave

set clk_period 8.0
set clk_io_pct 0.2

create_clock -name clk0 -period $clk_period [get_ports {clk}]

set non_clock_inputs [all_inputs -no_clocks]
set_input_delay [expr $clk_period * $clk_io_pct] -clock clk0 $non_clock_inputs
set_output_delay [expr $clk_period * $clk_io_pct] -clock clk0 [all_outputs]
==> out/results.tsv <==
metric	value	unit
status	finished, final reports clean	
Post-Syn Area	3960	um2
hold crit path type	flip-flop to flip-flop	
# Cells Yosys	462	
DR iter-0 viols	137	
Setup Buffers After CTS	0	
met3 usage in global routing	3.22	%
post-CTS sizing	0	
crit-path max cell delay	950	ps
endpoints failing setup	0	
sequential power share	33.3	%
Cell Type Count	46	
switching fraction of total power	46.4	%
sequential cell area fraction in the yosys report	44.9	%
Non-Filler Instances	613	
# DRC	0	
Antenna Nets Post-Route	0	
yosys synthesis chip area	3960	um2
synthesized area per cell	8.58	um2
Slew Limit Fails	0	
biggest area cells	dfxtp_1, edfxtp_1, nand2_1	
Synth top cells by count	dfxtp_1, nand2_1, nor2_1	
Critical Path AT	3270	ps
die span in x	102	um
vias in the first global route	2945	
layout cells sized above 1	6.61	%
met1 usage	26.2	%
RSZ-0062 raised after global routing	no	
Commonest flop	dfxtp_1	
Leakage	1.50	nW
initial antenna violation count	0	
Inst Count DP	597	
Post-Route Setup TNS	0	ps
worst-skew pair later-pin latency	360	ps
area fraction in xor and xnor cells	6.85	%
sequential cell area	1780	um2
CTS Hold Buffers Added	0	
die area	10300	um2
Yosys warnings	1	
simple share	31.3	%
Area Overhead vs Synth	12.5	%
Synth flops	85	
CTS buffer count	9	
# IOs	24	
CP Launch Type	flip-flop	
clk slew on worst S/H paths	80	ps
worst rel slew slack	34.6	%
# rows	35	
Final Cell Area	4460	um2
NetSw	0.839	mW
Yosys top cell by instances	dfxtp_1	
power share of the clock group	15.7	%
Top non-seq family	simple AND/OR/NAND/NOR gates	
adder-cell share of the synthesized area	0.947	%
total global routing overflow	0	
FILL cells	906	
vias per std cell	5.33	
Post-Route Skew	15.2	ps
crit path time final	2990	ps
f_max	335	MHz
Log Warnings	26	
Top Usage Layer GRT	met1	
CORE AREA	9420	um2
die height	102	um
EDFF count, synth	8	
slowest CP cell	o31ai_4	
GRT met2 Usage	25.5	%
largest area contributor in the netlist	dfxtp_1	
GPL Wtd Cong	0.819	
Sink Count	85	
CP Class	flip-flop to flip-flop	
Clock Tree Buf Depth	2	
CP required	8280	ps
final WL	7.75	mm
Tightest Pin Transition	979	ps
Worst setup EP type	flip-flop	
combinational share of power	51.0	%
Overall Global Routing Usage	16.8	%
DPL Wire Length	5.15	mm
fin crit share	37.4	%
CTS root buffer	clkbuf_8	
drt pass-1 iters	4	
first-pass GRT wire length	13.6	mm
critical path cell sequence	nor4_1 > nand4_1 > o31ai_4 > o21ai_0 > a21oi_1	
Max Cap Violations	0	
peak supply drop	269	uV
logic area	2060	um2
Area leader share	38.9	%
number of port buffers	23	
MUX share of area	0.253	%
Mapped Cells	462	
CTS tree	built	
via count	3270	
register-to-register setup slack	5010	ps
Antenna diodes	0	
final hold violations	0	
area post-placement	4280	um2
H-tree levels	3	
Synth Area in Compound Gates	12.7	%
internal power	0.969	mW
DR WL/cell	12.6	um
ys async rst share	0	%
critical-path maximum fanout	23	
largest net degree at the start of global routing	33	
initial core utilization	42.1	%
pwr dens	405	nW/um2
==> cell type report <==
type                       instances  area share (%)
multi-input combinational        351            46.2
sequential                        85            40.0
timing repair buffer              25            5.50
tap                              129            3.62
clock buffer                      10            3.09
clock inverter                     6            1.04
inverter                           7           0.589
==> critical path, delay by kind of cell, from the launching register on <==
family             cells  cell delay [ps]
DFF                    1              370
AOI/OAI and AO/OA      3             1330
and+or+nand+nor        2             1220
==> power by group through the flow <==
stage	registers (mW)	clock network, mW	logic (mW)
CTS	0.602	0.295	0.917
global route	0.620	0.311	1.02
finish	0.602	0.284	0.922
==> state kept, by name, indices dropped and copies added, names as in the netlist <==
signal,count
ds_sclk,1
s_sclk,1
bits_in,32
tx_halt,1
miso,1
rx_buffer,8
rx_dv,1
bits_out,32
txb,8
==> worst paths after layout <==
check,end,depth (start not counted),startpoint
setup / recovery,bits_out[19],5,bits_out[25]
hold / removal,rx_buffer[7],2,rx_buffer[7]
setup reg to reg,bits_out[19],5,bits_out[25]
hold reg to reg,rx_buffer[7],2,rx_buffer[7]
==> cell families after synthesis <==
kind of cell | Yosys count
buffers and inverters | 26
xor gates and xnor gates | 31
adders and majority gates | 3
and+or+nand+nor | 235
AOI/OAI and AO/OA | 81
muxes | 1
DFF | 85
==> layout by cell type (no fill, tap or decap), drive strengths merged, types with 5 or more instances in the layout <==
cell type,count
nor2,48
inv,9
or4,15
xnor2,15
and3,5
edfxtp,8
or2,6
dfxtp,77
or3,20
nor4,14
nand2,62
xor2,16
clkdlybuf4s50,23
o21ai,20
nor3,13
nand4,13
o31ai,13
clkbuf,10
a21oi,39
nand3,15
==> through the flow <==
step | total power, mW | utilization (%) | setup WS, ps | hold slack, ps
2_1_floorplan | 1.38 | - | 5180 | 399
3_3_place_gp | 1.51 | 45.4 | 4740 | 446
3_5_place_dp | 1.52 | 45.4 | 4700 | 447
4_1_cts | 1.81 | 47.4 | 5060 | 459
5_1_grt | 1.95 | 47.4 | 4750 | 478
6_report | 1.81 | 47.4 | 5010 | 456
==> routing by layer <==
layer / part of all wire, % / vias up / routed length, um
met5: 0 / - / 0
met4: 1.1 / 0 / 87
met3: 3.5 / 6 / 268
met2: 44 / 44 / 3410
met1: 51 / 1512 / 3980
li1: - / 1708 / -
No activity file was given, so power comes from the tool's default toggle rates.
