<file path="/design/flow/constraint.sdc">
current_design timer

set clk_period 12.2
set clk_io_pct 0.2

create_clock -name clk0 -period $clk_period [get_ports {clk}]

set non_clock_inputs [all_inputs -no_clocks]
set_input_delay [expr $clk_period * $clk_io_pct] -clock clk0 $non_clock_inputs
set_output_delay [expr $clk_period * $clk_io_pct] -clock clk0 [all_outputs]
</file>
<file path="/design/flow/config.mk">
export PLATFORM = sky130hd
export DESIGN_NAME = timer
export DESIGN_NICKNAME = timer
export VERILOG_FILES = /design/flow/design.v
export SDC_FILE = /design/flow/constraint.sdc
export NUM_CORES = 4
export LEC_CHECK = 1
export CORE_UTILIZATION = 30
</file>
<file path="/design/flow/design.v">
module register #(
	parameter WIDTH = 8
)(
	input clk,
	input rst,
	input we,
	input [WIDTH-1:0] d,
	output reg [WIDTH-1:0] q
);
always @(posedge clk) begin
	if (rst) begin
		q <= 0;
	end else if (we) begin
		q <= d;
	end else begin
		q <= q;
	end
end
endmodule
module timer #(
	parameter WIDTH = 64
)(
	input clk,
	input rst,
	input count_enable,
	input load_enable,
	input one_hz,
	input [WIDTH-1:0] i_time,
	output [WIDTH-1:0] o_time
);
reg [WIDTH-1:0] d;
reg we;
always @(posedge clk) begin
	we <= 0;
	d <= d;
	if (load_enable) begin
		d <= i_time;
		we <= 1;
	end else if(count_enable && one_hz) begin
		d <= o_time + 1;
		we <= 1;
	end
end
register #(
	.WIDTH(WIDTH)
) r (
	.clk(clk),
	.rst(rst),
	.we(we),
	.d(d),
	.q(o_time)
);
endmodule
</file>
<file path="/design/flow/run.sh">
#!/bin/bash
# OpenROAD 26Q1-2900-gdf79404cd8, Yosys 0.63+post, stock flow scripts
make -C /OpenROAD-flow-scripts/flow DESIGN_CONFIG=/design/flow/config.mk WORK_HOME=/design/flow/orfs finish
</file>
==> flow_summary.yaml <==
# implementation run metrics
run_status:
  outcome: "complete, no violations"
sta:
  fin_setup_tns_ps: 0
  clock.fmax_mhz: 250.6
  finalHoldViolations: 0
  finalCriticalPeriod_ps: 3990
  worst_pin_slew_ps: 764.1
  finalClockPeriodUsage: 0.3271
  maxSlewViolCount: 0
  setup_viol: 0
  rsz0062_at_grt: "false"
  max_slew_margin: 0.4906
  skew_ps: 4.877
floorplanning:
  dieHeight_um: 147.3
  rows: 52
  num_io_pins: 133
  fp_util: 0.3099
  core-area_mm2: 0.02043
  die_w_um: 147.3
  chipArea_mm2: 0.02169
logic_synthesis:
  flop_cell: "dfxtp_1"
  edf_count: 64
  synthDistinctLibCells: 38
  synth_cells: 655
  ys.flops: 129
  synth_area_mm2: 0.006331
  yosysWarnings: 2
  synth-async-reset-ratio: 0
  ys_seq_frac: 0.5091
  synth_top_cell_by_area: "edfxtp_1"
  common_cells: "nor2_1, nand2_1, mux2i_1"
  yosysCellCount: 655
  yosys_area_mm2: 0.006331
  yosysMostFrequentCell: "nor2_1"
  syn_avg_cell_area_um2: 9.666
  synth_top_area_share: 0.3036
  topCellsByArea: "edfxtp_1, dfxtp_1, mux2i_1, nor2_1, nand2_1"
route:
  routedWlPerCell_um: 15.75
  drt_iter0_markers: 329
  antenna_left: 0
  drc: 0
  first_pass_iters: 5
  n_antenna_cell: 0
  wl_um: 16640
  num_vias: 5205
  via_per_inst: 4.929
clock_tree:
  ctsHoldBuffers: 0
  cts_tree: "built"
  cts_buffers: 17
  cts-root-buf: "clkbuf_16"
  clkSinkCount: 129
  clk_pin_slew_worst_paths_ps: 50
  clock_latency_ps: 410
  htree_levels: 4
  cts_setup_buffers: 0
  post_cts_resized: 0
  cts.path.max_buffers: 2
global_route:
  overflow: 0
  grt_usage: 0.1626
  grt_pass1_wl_um: 26650
  grt_max_degree: 89
  antenna_found_initial: 0
  grt_pass1_vias: 4967
critical_path:
  crit_chain: "clkdlybuf4s50_1"
  crit_path_max_fanout: 10
  path_class: "reg2out"
  slowest_delay_ps: 610
  worst-path-buf-inv: 1
  crit_arrival_ps: 1550
  critPathTopFamily: "buffers and inverters"
  r2r_slack_ps: 9050
  crit_path_start_kind: "flip-flop"
  reg2reg_from: "r.q[12]"
  cp-end-kind: "output port"
  rr_endpoint: "d[48]"
  crit_required_ps: 9760
  r2r_cells: 5
  slowest_stage: "clkdlybuf4s50_1"
placement:
  portBuffers: 132
  dp_cells: 1024
  dpl.hpwl_um: 11210
  routabilityCongestion: 0.8010
final_layout:
  area_growth_pct: 34.49
  fin_cells: 1056
  drive_above_1_share: 0.05852
power:
  vdd_drop_max_uv: 84.73
  power_density_mw_per_mm2: 141.6
  power_leakage_nw: 3.111
flow_run:
  drv_cap: 0
  log.warning_count: 25
hold_path:
  min_to: "r.q[62]"
  hp-class: "reg2reg"
  hold_depth: 2
  hp-start: "d[62]"
## worst max path at each step
stage                 to  cells after the start  slack, ps    start
CTS           o_time[30]                      1       8210  r.q[30]
global route  o_time[30]                      1       8130  r.q[30]
finish        o_time[30]                      1       8210  r.q[30]
## layout by cell type, fill, tap and decap left out, types with 5 or more instances in the layout
master / count
clkdlybuf4s50_1: 130
nor2_1: 93
nand2_1: 69
mux2i_1: 66
edfxtp_1: 64
dfxtp_1: 64
o21ai_0: 50
xnor2_1: 25
or3_1: 22
nand3_1: 21
a31oi_1: 18
nand4_1: 17
clkbuf_16: 17
xor2_1: 14
nor3_1: 13
or4_1: 12
nor4_1: 12
and3_1: 9
inv_1: 8
and4_1: 6
buf_4: 6
and2_1: 5
clkinv_2: 5
bufinv_16: 5
## routing by layer
metal / routed length (µm) / GRT usage / up-vias
met5: 0 / 0 / -
met1: 7978 / 0.2518 / 2401
met2: 7105 / 0.2401 / 188
li1: - / - / 2608
met4: 127 / 0.01546 / 0
met3: 1423 / 0.04976 / 8
## cell type report
class,count,area (µm²)
Multi-Input combinational cell,478,2927
Clock inverter,13,190.2
Clock buffer,19,442.9
Tap cell,270,337.8
Sequential cell,129,3227
Fill cell,1959,11920
Inverter,9,33.78
Timing Repair Buffer,138,1356
## cell families (layout without fill, tap and decap cells)
| family | count (synthesis) | count (layout) | synth area share |
|---|---|---|---|
| AND-OR/OR-AND | 79 | 79 | 0.07115 |
| XOR/XNOR | 39 | 39 | 0.05395 |
| adder cells (fa/ha/maj) | 1 | 1 | 0.001976 |
| buffers and inverters | 48 | 179 | 0.02905 |
| flip-flops | 129 | 129 | 0.5091 |
| multiplexers | 70 | 70 | 0.1115 |
| AND/OR/NAND/NOR | 289 | 289 | 0.2233 |
## state kept, by name, summed over array words and instances (netlist names)
register  count
we            1
d            64
r.q          64
## per-stage QoR
step	cell area, µm²	hold WS [ps]	power (W)	setup slack [ps]	util
5_1_grt	8514	495.9	0.001255	8135	0.4168
3_3_place_gp	7881	457.8	0.0006676	7810	0.3858
3_5_place_dp	7881	469.0	0.0006688	7806	0.3858
4_1_cts	8514	482.8	0.001218	8214	0.4168
2_1_floorplan	6331	456.5	0.0005921	7121	-
6_report	8514	477.0	0.001205	8210	0.4168
## power breakdown
part | switching [W] | internal (W)
Combinational | 0.0000462 | 0.0000769
Sequential | 0.0000392 | 0.000497
Clock | 0.000182 | 0.000364
Total | 0.000267 | 0.000938
No activity file was given, so power comes from the tool's default toggle rates.
