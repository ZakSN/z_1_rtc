===== design.v =====
module spi_fsm #(
	parameter DEPTH = 8,  
	parameter WIDTH = 8,  
	parameter WRCMD = 8'h01,
	parameter RDCMD = 8'h02
)(
	input clk,
	input rst,
	output reg spi_we,  
	input spi_dv,  
	input spi_halt,
	input [WIDTH-1:0] i_data,  
	output reg [WIDTH-1:0] o_data,  
	output reg buf_dv,  
	input [(DEPTH*WIDTH)-1:0] i_buffer,
	output reg [(DEPTH*WIDTH)-1:0] o_buffer
);
parameter [2:0] S0 = 3'b000,
		S1 = 3'b001,
		S2 = 3'b010,
		S3 = 3'b011,
		S4 = 3'b100,
		S5 = 3'b101;
integer count;
reg [2:0] current_state, next_state;
always @(posedge clk) begin
	if (rst) begin
		current_state <= S0;
	end else begin
		current_state <= next_state;
	end
end
always @(*) begin
	case(current_state)
		S0: begin
			if (spi_dv && (i_data == WRCMD)) begin
				next_state =  S1;
			end else if (spi_dv && (i_data == RDCMD)) begin
				next_state = S3;
			end else begin
				next_state = S0;
			end
		end
		S1: begin
			if(count != 0) begin
				next_state = S1;
			end else begin
				next_state = S2;
			end
		end
		S2: begin
			next_state = S0;
		end
		S3: begin
			next_state = S4;
		end
		S4: begin
			if(count != 0) begin
				next_state = S5;
			end else begin
				next_state = S0;
			end
		end
		S5: begin
			next_state <= S4;
		end
	endcase
end
always @(posedge clk) begin
	spi_we <= spi_we;
	o_data <= o_data;
	buf_dv <= buf_dv;
	o_buffer <= o_buffer;
	count <= count;
	if(rst) begin
		spi_we <= 0;
		o_data <= 0;
		buf_dv <= 0;
		o_buffer <= 0;
		count <= DEPTH;
	end else begin
		case(current_state)
			S0: begin
				spi_we <= 0;
				buf_dv <= 0;
				count <= DEPTH;
			end
			S1: begin
				if(spi_dv) begin
					o_buffer <= {o_buffer[(WIDTH*(DEPTH-1))-1:0], i_data};
					count <= count - 1;
				end
			end
			S2: begin
				buf_dv <= 1;
			end
			S3: begin
				o_buffer <= i_buffer;
			end
			S4: begin
				if(~spi_halt) begin 
					spi_we <= 1;
					o_data <= o_buffer[(WIDTH*DEPTH)-1:(WIDTH*(DEPTH-1))];
					o_buffer <= {o_buffer[(WIDTH*(DEPTH-1))-1:0], {WIDTH{1'b0}}};
					count <= count - 1;
				end else begin
					spi_we <= 0;
				end
			end
			S5: begin
				count <= count;  
			end
		endcase
	end
end
endmodule

===== config.mk =====
export PLATFORM = sky130hd
export DESIGN_NAME = spi_fsm
export DESIGN_NICKNAME = spi_fsm
export VERILOG_FILES = /design/flow/design.v
export SDC_FILE = /design/flow/constraint.sdc
export NUM_CORES = 4
export LEC_CHECK = 1
export CORE_UTILIZATION = 40

===== constraint.sdc =====
current_design spi_fsm

set clk_period 21.9
set clk_io_pct 0.2

create_clock -name clk0 -period $clk_period [get_ports {clk}]

set non_clock_inputs [all_inputs -no_clocks]
set_input_delay [expr $clk_period * $clk_io_pct] -clock clk0 $non_clock_inputs
set_output_delay [expr $clk_period * $clk_io_pct] -clock clk0 [all_outputs]

===== run.sh =====
#!/bin/bash
# OpenROAD 26Q1-2900-gdf79404cd8, Yosys 0.63+post, stock flow scripts
make -C /OpenROAD-flow-scripts/flow DESIGN_CONFIG=/design/flow/config.mk WORK_HOME=/design/flow/orfs finish

==> qor.yml <==
yosys-top-cells-area: "sky130_fd_sc_hd__dfxtp_1 42%, sky130_fd_sc_hd__a311oi_1 9.4%, sky130_fd_sc_hd__nand2_1 6.7%, sky130_fd_sc_hd__nand3_1 5.7%, sky130_fd_sc_hd__nor2_1 5.6%"
ctsRootBufferMaster: "sky130_fd_sc_hd__clkbuf_16"
total_overflow_reported_by_the_global_router: 0
ys_warn_count: 1
critical-path-max-stage-delay_ns: 0.76
synthesis.area_mm2: 0.00519
number_of_register_pins_that_no_clock_reaches: 3
setup_viol_count_final: 0
drt_first_pass_iters: 5
crit_required_ns: 22.15
setup_ws_ns: 15.06
place.detailed.hpwl_um: 10500
cpMaxStageDelayCell: "sky130_fd_sc_hd__buf_4"
clkLatencyLatePin_ns: 0.35
yosysChipArea_mm2: 0.00519
grt_start_max_net_pins: 90
grt_pass1_vias: 4654
ant_nets: 0
timing.final.hold_violations: 0
floorplan.die_area_mm2: 0.0134
synth-xor-area-share_pct: 1.01
number_of_maximum_capacitance_violations: 0
crit_chain: "clkdlybuf4s50_1, or4b_1, o21ai_4, buf_4, nor2_1, a311oi_1"
fin_tns_setup_ns: 0
synth_top_cell_by_count: "sky130_fd_sc_hd__dfxtp_1"
boundaryPins: 150
fin_util_pct: 56.2
mux_area_share_pct: 1.16
postRouteWirelength_um: 15700
tightest_slew_ns: 0.852
routed-via-count: 5242
antenna_found_initial: 0
numCtsBuffers: 9
dp.cells: 924
antenna-diode-count: 0
netlist_logic_family_top: "simple AND/OR/NAND/NOR gates"
setup_repair_after_global_routing_missed_its_margin: "no"
drc: 0
number_of_buffers_inserted_to_repair_setup_after_cts: 0
ff_type: "sky130_fd_sc_hd__dfxtp_1"
vdd_drop_max_v: 0.0000473
post-place-ws_ns: 14.77
core_region_area_mm2: 0.0126
ff_latch_area_mm2: 0.00223
largest_fanout_on_the_critical_path: 89
period_minus_slack_ns: 6.84
fillCellCount: 1185
yosysTopAreaCell: "sky130_fd_sc_hd__dfxtp_1"
grt_pass1_wl_um: 24400
outcome: "complete, no violations"
critical_path_class: "in -> reg"
timing.critical_path.to_type: "flop"
synth_compound_gate_area_share_pct: 20.0
portBuffers: 149
crit_buf_inv: 2
untimed_endpoints: 3
fin_worst_hold_slack_ns: 0.467
postSynthAreaPerCell_um2: 7.97
total_leakage_power_nw: 2.13
cts_repair_resize_count: 0
yosysTopAreaCellShare_pct: 42.0
startpoint_kind_of_the_worst_setup_timing_path: "primary input"
worst_setup_hold_path_clk_slew_ns: 0.07
synthesis.instances: 651
die_y_um: 116
post_synth_most_frequent_cells: "109 x sky130_fd_sc_hd__dfxtp_1, 92 x sky130_fd_sc_hd__nand2_1, 78 x sky130_fd_sc_hd__nor2_1"
netlist-cell-type-count: 46
path_type_of_the_worst_min_delay_path: "reg -> reg"
log.warning_count: 26
finalClockPeriodUsage_pct: 31.2
adder_share_pct: 0.482
first_iter_violations: 456
avgViaCountPerCell: 5.58
power-per-cell-area_mw_per_mm2: 57.4
place_area_mm2: 0.00675
peak_clock_frequency_supported_by_timing_ghz: 0.146
post_layout_nonfiller_instances: 940
worst-endpoint-arrival_ns: 7.10
area.combinational_mm2: 0.00273
avgRoutedWirePerCell_um: 16.7
postSynthRegisterBits: 112
yosysCellCount: 651
edf_count: 0
timing.final.max_slew_violations: 0
die_width_um: 116
cts_hold_buffers: 0
worst_path_dominant_cell_family: "buffers and inverters"
htree_num_levels: 3
initCoreUtil_pct: 41.1
row_count: 41
power.total_mw: 0.407
groute.usage.overall_pct: 23.6
largest_clock_skew_in_the_final_design_ns: 0.00448
ys_async_sr_fraction_pct: 0
synth_simple_gate_area_share_pct: 29.4
cts_tree: "done"
routability_congestion_estimate_from_global_placement: 0.847
post_route_cells_drive_above_1_share_pct: 5.21
fin_area_mm2: 0.00709
clock_path_buffers: 2
timing.max_slew.rel_slack_pct: 42.7
area_delta_synth_final_pct: 36.5
==> final cells by class <==
| type | instances | area share, % |
|---|---|---|
| Clock inverter | 4 | 1.34 |
| Timing Repair Buffer | 159 | 22.0 |
| Sequential cell | 112 | 31.4 |
| Clock buffer | 12 | 3.48 |
| Tap cell | 172 | 3.04 |
| Inverter | 4 | 0.212 |
| Multi-Input combinational cell | 477 | 38.5 |
==> worst register-to-register path: stages, from the launching register on <==
cell and delay, ns:
sky130_fd_sc_hd__dfxtp_2 0.32, sky130_fd_sc_hd__buf_4 0.61, sky130_fd_sc_hd__nor2_1 0.21, sky130_fd_sc_hd__o21ai_4 0.53, sky130_fd_sc_hd__buf_4 0.77, sky130_fd_sc_hd__nor2_1 0.14
sky130_fd_sc_hd__a311oi_1 0.27
==> where the power goes <==
part	total [mW]	switching, mW	internal (mW)
clock	0.189	0.0744	0.115
sequential	0.198	0.0000890	0.198
combinational	0.0194	0.00631	0.0131
total	0.407	0.0808	0.326
==> sequential cells by signal, indices dropped and copies added, names as in the netlist <==
name / count
buf_dv: 1
o_buffer: 64
current_state: 3
count: 32
o_data: 8
spi_we: 1
next_state: 3
==> path summary, 6_finish.rpt <==
check                              startpoint                        end  slack (ns)  depth (start not counted)
setup / recovery                     spi_halt  o_buffer[50]$_SDFFE_PP0P_       15.06                          6
hold / removal         o_data[5]$_SDFFE_PP0P_     o_data[5]$_SDFFE_PP0P_        0.47                          2
setup reg to reg  current_state[1]$_SDFF_PP0_  o_buffer[50]$_SDFFE_PP0P_       18.95                          6
hold reg to reg        o_data[5]$_SDFFE_PP0P_     o_data[5]$_SDFFE_PP0P_        0.47                          2
==> cells by family after synthesis <==
logic type | after synthesis
latches | 3
mux | 6
simple gates | 316
xor+xnor | 6
compound gates | 147
buf+inv | 62
flops | 109
fa+ha+maj | 2
==> placed cells by master (no fill, tap or decap), types with 11 or more instances in the layout <==
master / instances
sky130_fd_sc_hd__a21oi_1: 45
sky130_fd_sc_hd__nand2_1: 92
sky130_fd_sc_hd__nand3_1: 59
sky130_fd_sc_hd__clkdlybuf4s50_1: 148
sky130_fd_sc_hd__or3_1: 21
sky130_fd_sc_hd__o31ai_1: 11
sky130_fd_sc_hd__nor2_1: 78
sky130_fd_sc_hd__nor4_1: 11
sky130_fd_sc_hd__or4_1: 12
sky130_fd_sc_hd__dfxtp_1: 108
sky130_fd_sc_hd__a311oi_1: 56
==> metal layers <==
layer,track usage [%],part of all wire [%],routed length (um)
met1,37.6,48,7560
met2,34.7,44,6890
met3,5.11,7.3,1140
met4,2.56,0.85,133
met5,0,0,0
Power is estimated from default activity; no workload was simulated.
